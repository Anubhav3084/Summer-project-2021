## flow/run.sh

```bash
#!/bin/bash
# OpenROAD 26Q1-2900-gdf79404cd8, Yosys 0.63+post, stock flow scripts
make -C /OpenROAD-flow-scripts/flow DESIGN_CONFIG=/design/flow/config.mk WORK_HOME=/design/flow/orfs finish
```

## flow/design.v

```verilog
`timescale 1ns / 1ps
module magnitude_comparator_1_bit(A, B, gt, lt, eq);
	input A, B;
	output gt, lt, eq;
	not n_1 (A_b, A);
	not n_2 (B_b, B);
	and and_1 (A_eq, A, B);
	and and_2 (A_eq_b, A_b, B_b);
	or or_1 (eq, A_eq, A_eq_b);
	and and_3 (gt, A, B_b);
	and and_4 (lt, A_b, B);
endmodule
`timescale 1ns / 1ps
module magnitude_comparator_7_bit(A, B, gt, lt, eq);
	input[6:0] A, B;
	output gt, lt, eq;
	wire [6:0] x, y, z;
	magnitude_comparator_1_bit bit_0(
	.A(A[0]),
	.B(B[0]),
	.gt(y[0]),
	.lt(z[0]),
	.eq(x[0])
	);
	magnitude_comparator_1_bit bit_1(
	.A(A[1]),
	.B(B[1]),
	.gt(y[1]),
	.lt(z[1]),
	.eq(x[1])
	);
	magnitude_comparator_1_bit bit_2(
	.A(A[2]),
	.B(B[2]),
	.gt(y[2]),
	.lt(z[2]),
	.eq(x[2])
	);
	magnitude_comparator_1_bit bit_3(
	.A(A[3]),
	.B(B[3]),
	.gt(y[3]),
	.lt(z[3]),
	.eq(x[3])
	);
	magnitude_comparator_1_bit bit_4(
	.A(A[4]),
	.B(B[4]),
	.gt(y[4]),
	.lt(z[4]),
	.eq(x[4])
	);
	magnitude_comparator_1_bit bit_5(
	.A(A[5]),
	.B(B[5]),
	.gt(y[5]),
	.lt(z[5]),
	.eq(x[5])
	);
	magnitude_comparator_1_bit bit_6(
	.A(A[6]),
	.B(B[6]),
	.gt(y[6]),
	.lt(z[6]),
	.eq(x[6])
	);
	and and_1 (eq, x[6], x[5], x[4], x[3], x[2], x[1], x[0]);
	and and_2 (t1, x[6], y[5]);
	and and_3 (t2, x[6], x[5], y[4]);
	and and_4 (t3, x[6], x[5], x[4], y[3]);
	and and_5 (t4, x[6], x[5], x[4], x[3], y[2]);
	and and_6 (t5, x[6], x[5], x[4], x[3], x[2], y[1]);
	and and_7 (t6, x[6], x[5], x[4], x[3], x[2], x[1], y[0]);
	or or_1 (gt, y[6], t1, t2, t3, t4, t5, t6);
	and and_22 (p1, x[6], z[5]);
	and and_33 (p2, x[6], x[5], z[4]);
	and and_44 (p3, x[6], x[5], x[4], z[3]);
	and and_55 (p4, x[6], x[5], x[4], x[3], z[2]);
	and and_66 (p5, x[6], x[5], x[4], x[3], x[2], z[1]);
	and and_77 (p6, x[6], x[5], x[4], x[3], x[2], x[1], z[0]);
	or or_2 (lt, z[6], p1, p2, p3, p4, p5, p6);
endmodule
```

## flow/constraint.sdc

```tcl
current_design magnitude_comparator_7_bit

set clk_period 3.2
set clk_io_pct 0.2

create_clock -name clk0 -period $clk_period

set non_clock_inputs [all_inputs -no_clocks]
set_input_delay [expr $clk_period * $clk_io_pct] -clock clk0 $non_clock_inputs
set_output_delay [expr $clk_period * $clk_io_pct] -clock clk0 [all_outputs]
```

## flow/config.mk

```make
export PLATFORM = sky130hd
export DESIGN_NAME = magnitude_comparator_7_bit
export DESIGN_NICKNAME = magnitude_comparator_7_bit
export VERILOG_FILES = /design/flow/design.v
export SDC_FILE = /design/flow/constraint.sdc
export NUM_CORES = 4
export LEC_CHECK = 1
export CORE_AREA = 10 10 70 70
export DIE_AREA = 0 0 80 80
```

==> impl_metrics.csv <==
group,metric,value,unit
timing,finalSetupTns,0,ns
floorplan,floorplan.core_util,9.524,%
yosys,ys_warn_count,16,
routing,n_antenna_cell,0,
placement,place_ws,0.03982,ns
pwr,powerDensity,106.5,nW/µm²
timing,setup_viol,0,
routing,avgRoutedWirePerCell,8.383,µm
setup_path,crit_path_end_kind,"primary output",
global_route,grt_max_degree,5,
routing,vias_per_cell,3.019,
setup_path,required,2.56,ns
cts,cts_resized,0,
floorplan,die_y,80,µm
yosys,top_area_cell,"ha_1",
placement,dp_hpwl,848.1,µm
routing,vias,323,
timing,slew_violations,0,
global_route,grt_pass1_wl,1345,µm
global_route,grt_pass1_vias,304,
setup_path,path_delay_family,"buffers and inverters",
placement,gp_congestion,0.6951,
setup_path,worstPathArrival,2.44,ns
timing,worst_pin_slew,0.2139,ns
global_route,grt.overflow.total,0,
yosys,ys_seq_share,0,%
routing,drc_errors,0,
yosys,avgSynthCellArea,7.565,µm²
pwr,max-vdd-ir-drop,0.01615,mV
setup_path,path_buffers,3,
layout,flops,0,
cts,postCtsSetupRepairBufs,0,
setup_path,critPathMaxStageDelay,0.48,ns
timing,max_freq,0.3250,GHz
setup_path,worstPathCellList,"clkdlybuf4s50_1, inv_1, ha_1, and3_4, a221oi_2, o21ai_1, clkdlybuf4s50_1",
cts,cts-hold-fix-buffers,0,
yosys,synth_area,325.3,µm²
pwr,leakagePower,0.3166,nW
routing,routed_wl,897,µm
setup_path,cp-start-kind,"input port",
yosys,yosysCellCount,43,
layout,post-route-util,17.03,%
layout,drive_gt1_share,6.557,%
floorplan,io_pins,17,
yosys,top_area_share,53.85,%
floorplan,die_width,80,µm
setup_path,crit_top_cell,"clkdlybuf4s50_1",
floorplan,die_area,6400,µm²
layout,syn_to_final_growth,78.85,%
placement,io_buffers,17,
yosys,yosys_area,325.3,µm²
layout,n_clock_buffer,0,
setup_path,cp.depth,7,
setup_path,crit_path_max_fanout,3,
yosys,synthesis.instances,43,
global_route,grt_usage,2.586,%
timing,postLayoutSetupSlackWorst,0.1230,ns
yosys,yosysUniqueCellTypes,11,
floorplan,coreArea,3416,µm²
run_status,status,"finished clean",
layout,regArea,0,µm²
timing,fin_crit_sh,96.16,%
yosys,topCellsByArea,"ha_1 54%, inv_1 16%, a21o_1 9.2%",
worst_hold_path,hold_path_class,"in2out",
floorplan,rows,21,
timing,hold_violations,0,
timing,rsz0062_at_grt,"false",
run,maxCapViolations,0,
setup_path,critPathKind,"in2out",
layout,fill_cells,387,
run,warnings,39,
global_route,antenna_found_initial,0,
setup_path,critPathSlowestCell,"clkdlybuf4s50_1",
routing,ant_nets,0,
worst_hold_path,min_path_cells,6,
timing,period_minus_slack,3.077,ns
timing,slew_headroom,85.74,%
routing,drt_first_pass_iters,2,
routing,drtIter0Drc,6,
-- routing by layer --
metal | part of all wire (%) | vias to the layer above | routed length [µm] | global-route usage, %
li1 | - | 177 | - | -
met4 | 0 | 0 | 0 | 0
met1 | 48 | 137 | 430 | 3.230
met5 | 0 | - | 0 | 0
met3 | 8.9 | 0 | 80 | 1.136
met2 | 43 | 9 | 386 | 4.254
-- area by class of cell --
class | count | area [µm²] | share of cell area, %
multi-input combinational | 29 | 291.5 | 50.11
inverter | 14 | 52.55 | 9.032
timing repair buffer | 18 | 180.2 | 30.97
tap | 46 | 57.56 | 9.892
-- cells in the mapped netlist --
cell type   n
a21oi_1     2
nor2_1      1
and3_4      1
a221oi_1    2
inv_1      14
a21o_1      4
nand4_1     1
ha_1       14
nand2_1     1
nand3_1     1
o21ai_1     2
-- final timing paths --
| check | slack (ns) | end | startpoint |
|---|---|---|---|
| worst max-delay path | 0.12 | gt | A[4] |
| worst min-delay path | 2.11 | lt | A[6] |
-- report_power, final --
group | internal [W] | total [W] | switching (W)
clock network | 0 | 0 | 0
logic | 0.0000386 | 0.0000619 | 0.0000233
registers | 0 | 0 | 0
total | 0.0000386 | 0.0000619 | 0.0000233
-- kinds of logic after synthesis --
logic type | share of synthesized area [%]
compound gates | 20.77
fa+ha+maj | 53.85
buf+inv | 16.15
simple gates | 9.228
-- metrics by stage --
step / cells / hold WS (ns) / instance area, µm² / power [W]
after floorplan: 43 / 1.466 / 325.3 / 0.00002619
after global placement: 107 / 2.500 / 560.5 / 0.00005867
after detailed placement: 107 / 2.505 / 560.5 / 0.00005992
after CTS: 107 / 2.498 / 560.5 / 0.00006020
after global routing: 107 / 2.186 / 581.8 / 0.00006982
final: 107 / 2.110 / 581.8 / 0.00006195
-- placed cells by master (no fill, tap or decap), drive strengths merged --
cell / count
buf: 1
nand2: 1
clkdlybuf4s50: 16
dlymetal6s2s: 1
a21o: 4
nand3: 1
ha: 14
and3: 1
inv: 14
a21oi: 2
a221oi: 2
nand4: 1
nor2: 1
o21ai: 2
No activity file was given, so power comes from the tool's default toggle rates.
